==> ./design.v <==
module LED1_ON (
    input wire clk,               
    output reg led1,
    output reg led2
);
    parameter CLK_FREQ = 20000000;    
    reg [25:0] counter = 0;
    reg state = 0;
    always @(posedge clk) begin
        if (counter >= CLK_FREQ - 1) begin
            counter <= 0;
            state <= ~state;
        end else begin
            counter <= counter + 1;
        end
    end
    always @(*) begin
        led1 = 1;
        led2 = state;
    end
endmodule
==> ./run.sh <==
#!/bin/bash
# OpenROAD 26Q1-2900-gdf79404cd8, Yosys 0.63+post, stock flow scripts
make -C /OpenROAD-flow-scripts/flow DESIGN_CONFIG=/design/flow/config.mk WORK_HOME=/design/flow/orfs finish
==> ./config.mk <==
export PLATFORM = sky130hd
export DESIGN_NAME = LED1_ON
export DESIGN_NICKNAME = LED1_ON
export VERILOG_FILES = /design/flow/design.v
export SDC_FILE = /design/flow/constraint.sdc
export NUM_CORES = 4
export LEC_CHECK = 1
export CORE_AREA = 10 10 97 97
export DIE_AREA = 0 0 107 107
==> ./constraint.sdc <==
current_design LED1_ON

set clk_period 4.9
set clk_io_pct 0.2

create_clock -name clk0 -period $clk_period [get_ports {clk}]

set non_clock_inputs [all_inputs -no_clocks]
set_input_delay [expr $clk_period * $clk_io_pct] -clock clk0 $non_clock_inputs
set_output_delay [expr $clk_period * $clk_io_pct] -clock clk0 [all_outputs]
==> results.rst <==
Synthesis and place-and-route
=============================

.. list-table::
   :header-rows: 1

   * - Metric
     - Value
   * - Flip-flops with a built-in enable
     - 1
   * - Buffers on Ports
     - 1
   * - Count of H-tree levels built during CTS
     - 1
   * - Number of hold-slack violations in the final timing report
     - 0
   * - Wire length reported by the detailed router
     - around 2600 µm
   * - Hold_sp
     - counter[0]
   * - Yosys warns
     - 1
   * - Fraction of the core area occupied by cells at floorplan
     - 20.1%
   * - Switching part of the total
     - a little over a fifth
   * - Maximum clock path buffer count
     - 2
   * - Critical Path, Cell by Cell
     - and4_1 > nand3_4 > a211oi_2 > buf_4 > nor3_1
   * - Share of the core filled with cells
     - between 20% and 30%
   * - Half-perimeter wire length after detailed placement
     - 1750 µm
   * - Clk sinks
     - 27
   * - Post-layout minimum cycle time
     - ~2.1 ns
   * - Count of nets left with antenna violations after detail routing
     - 0
   * - Pre-CTS worst setup slack
     - 2.83 ns
   * - Initial detailed-routing violation count
     - approximately 60
   * - Cell area power density
     - 230 nW/µm²
   * - Longest individual stage delay on the worst path
     - approximately 0.49 ns
   * - Vias in the first global route
     - 968
   * - CP Capture Type
     - register
   * - Number of instances in the synthesized netlist
     - roughly 150
   * - Type of the setup path with the least slack
     - reg -> reg
   * - # resized after CTS
     - 0
   * - Number of unique standard cell types used by synthesis
     - 43
   * - Clock edge transition at the registers on the reported setup and hold paths
     - 0.09 ns
   * - Buffering stage count on the worst path with inverters included
     - 1
   * - Part of the total power dissipated in combinational logic
     - 2.7%
   * - Measured slew at the worst slew-check pin
     - 0.800 ns
   * - CP max stage cell
     - sky130_fd_sc_hd__a211oi_2
   * - Initial antenna violation count
     - 0
   * - Core Box Area
     - about 7300 µm²
   * - Clock buffer count from CTS
     - 3
   * - Routed length per instance
     - 10.5 µm
   * - Critical path fanouts, max
     - 16
   * - RSZ-0062 raised after global routing
     - false
   * - Reg-to-reg slack, setup
     - approximately 2.8 ns
   * - Internal power component
     - approximately 0.28 mW
   * - Fin Clk Skew
     - 0.00513 ns
   * - Met2 routing resource usage after global routing
     - between 7 and 8%
   * - Number of search-and-repair iterations in the first detailed-routing pass
     - 4
   * - Vias post-DR
     - ~1100
   * - Worst Reg2Reg Path Length in Cells
     - 5
   * - DRC violations left
     - 0
   * - FF+latch count, synth
     - 27
   * - Mean cell area of the mapped netlist
     - 9.76 µm²
   * - Post-synth ARST share
     - 0%
   * - GR Util met3
     - 0.970%
   * - CP Data Arrival Time
     - 2.19 ns
   * - Share of cells above drive strength 1
     - 15.8%
   * - Worst Hold Path Cells
     - 1
   * - Register share after synthesis
     - 37.6%
   * - Run status
     - finished, final reports clean
   * - Switching power
     - 0.0758 mW
   * - GRT Total Usage
     - under 10%
   * - Global-route wire length before repair
     - 4340 µm
   * - Die y size
     - 107 µm
   * - R2r startpoint
     - counter[3]
   * - Routing usage on met1
     - 6.11%
   * - Final sum of negative setup slack
     - 0 ns
   * - Post-synthesis cell type with the largest combined area
     - sky130_fd_sc_hd__dfxtp_1
   * - Number of maximum-capacitance constraint violations
     - 0
   * - Static power due to leakage
     - 0.430 nW
   * - Pin count of the biggest net entering global routing
     - 27
   * - Area added between synthesis and finish
     - 6.75%
   * - Number of warnings in the stage logs
     - 25
   * - Top post-synthesis cells by area
     - sky130_fd_sc_hd__dfxtp_1 36%, sky130_fd_sc_hd__a211oi_2 7.7%, sky130_fd_sc_hd__buf_6 4.6%
   * - Most common cell in the netlist
     - sky130_fd_sc_hd__dfxtp_1
   * - Highest Clock Rate
     - 485 MHz
   * - Share of total power in the clock network
     - 34.8%
   * - Floorplan die width
     - 107 µm
   * - Clock tree from TritonCTS
     - yes
   * - Final antenna diode count
     - 0
   * - Clk Tree Root Cell
     - sky130_fd_sc_hd__clkbuf_8
   * - FILL cells
     - 824
   * - # rows
     - 31
   * - Maximum ir drop on the vdd rail
     - 0.000189 V
   * - Hold endpoint
     - counter[0]
   * - Startpoint kind of the worst setup timing path
     - register
   * - Buffers inserted during post-CTS setup optimization
     - 0
   * - Crit path DRT
     - 5.03 ns
   * - Tightest Hold Check Type
     - reg -> reg
   * - Chip area in the Yosys report
     - 1460 µm²
   * - Dominant register cell
     - sky130_fd_sc_hd__dfxtp_1
   * - Critical path's top delay family
     - simple AND/OR/NAND/NOR gates
   * - Slew Viols, Final
     - 0
   * - Gpl congestion
     - 0.796
   * - Sequential power share
     - 62.6%
   * - Reg-to-Reg End
     - counter[12]
   * - Most heavily used metal layer in global routing
     - met2
   * - Post-layout period usage of the worst path
     - 42.1%
   * - Remaining global-route overflow
     - 0
   * - Area fraction of the dominant cell type after synthesis
     - 35.6%
   * - Detail-routed via count per cell
     - 4.39
   * - Worst-Skew Late Latency
     - around 0.27 ns
   * - Full die area
     - 11400 µm²
   * - Post-route worst setup slack
     - around 2.8 ns
   * - Worst slew slack as a fraction of its limit
     - 46.4%
   * - I/O Pins
     - 3
   * - Final-report setup violation count
     - 0
   * - Commonest cells in the synthesized netlist
     - 26 x sky130_fd_sc_hd__dfxtp_1, 12 x sky130_fd_sc_hd__nor3_1, 9 x sky130_fd_sc_hd__a211oi_2
   * - Post-CTS Hold Buffers
     - 0
   * - Number of cells in the yosys synthesis report
     - 150
   * - Post-synth design cell area
     - 1460 µm²
## flip-flops by register name, summed over array words and instances, names as in the netlist
name     cells
state        1
counter     26
## how the worst max path moves through the flow
stage	start	to	slack, ns	cells past startpoint
finish	counter[3]	counter[12]	2.84	5
CTS	counter[3]	counter[19]	2.82	5
global route	counter[3]	counter[2]	2.65	5
## cells by family after synthesis
kind of cell,Yosys count,synth area share [%]
AND/OR/NAND/NOR,63,28.2
AND-OR/OR-AND,31,18.7
flip-flops,27,37.6
buffers and inverters,15,7.35
XOR/XNOR,10,5.98
other,2,0.513
adder cells (fa/ha/maj),1,0.855
multiplexers,1,0.769
## metal layers
metal  vias to the layer above  routed length (µm)
met5                         -                   0
met4                         0                   0
met3                         0                  78
met2                        14                1190
met1                       497                1300
li1                        564                   -
## stage by stage
stage	total power, mW	std cells	cell area, µm²	hold WS, ns
after floorplan	0.239	150	1460	0.425
after global placement	0.240	241	1520	0.449
after detailed placement	0.240	241	1520	0.457
after CTS	0.366	245	1560	0.471
after global routing	0.374	245	1560	0.494
final	0.360	245	1560	0.462
## cell type report
| class | instances | area [µm²] | area share [%] |
|---|---|---|---|
| clock inverters | 1 | 5.00 | 0.320 |
| clock buffers | 3 | 41.3 | 2.64 |
| flip-flops and latches | 27 | 551 | 35.2 |
| repair buffers | 2 | 17.5 | 1.12 |
| multi-input cells | 108 | 806 | 51.6 |
| well taps | 99 | 124 | 7.93 |
| inverters | 5 | 18.8 | 1.20 |
## worst reg2reg max path: stages (launching register included)
cell	delay, ns
sky130_fd_sc_hd__dfxtp_1	0.40
sky130_fd_sc_hd__and4_1	0.38
sky130_fd_sc_hd__nand3_4	0.22
sky130_fd_sc_hd__a211oi_2	0.49
sky130_fd_sc_hd__buf_4	0.35
sky130_fd_sc_hd__nor3_1	0.08
## layout by cell type, fill, tap and decap left out, types with 2 or more instances in the layout
| cell type | n |
|---|---|
| sky130_fd_sc_hd__and4_1 | 2 |
| sky130_fd_sc_hd__xor2_1 | 7 |
| sky130_fd_sc_hd__a211oi_2 | 9 |
| sky130_fd_sc_hd__nor3_1 | 12 |
| sky130_fd_sc_hd__inv_1 | 5 |
| sky130_fd_sc_hd__dfxtp_1 | 26 |
| sky130_fd_sc_hd__xnor2_1 | 3 |
| sky130_fd_sc_hd__o31ai_1 | 7 |
| sky130_fd_sc_hd__nor2_1 | 3 |
| sky130_fd_sc_hd__nand4_1 | 6 |
| sky130_fd_sc_hd__o21a_1 | 2 |
| sky130_fd_sc_hd__clkbuf_8 | 3 |
| sky130_fd_sc_hd__a211oi_1 | 5 |
| sky130_fd_sc_hd__or3_1 | 4 |
| sky130_fd_sc_hd__or4_1 | 7 |
| sky130_fd_sc_hd__nand3_1 | 6 |
| sky130_fd_sc_hd__o21ai_0 | 5 |
| sky130_fd_sc_hd__nand3b_1 | 2 |
| sky130_fd_sc_hd__nand2_1 | 7 |
| sky130_fd_sc_hd__conb_1 | 2 |
## power groups by stage
stage | combinational [mW] | sequential, mW | clock (mW)
6_report | 0.00957 | 0.225 | 0.125
5_1_grt | 0.0111 | 0.226 | 0.137
4_1_cts | 0.00978 | 0.225 | 0.131
Power is estimated from default activity; no workload was simulated.
